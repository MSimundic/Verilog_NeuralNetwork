$ cat flow/design.v
`timescale 1ns / 1ps
module AddressGenerator(
input [7:0] Nk,
input [7:0] read_weight_base_addr, read_neuro_base_addr, write_neuro_base_addr,
input clk, reset, read,
output finished, neuron_finished,
output [7:0] weight_read_addr, neuro_read_addr, neuro_write_addr
);
reg [7:0] W_R_BASE, N_R_BASE, N_W_BASE;
reg [7:0] internal_Nk, internal_Nk_1;
initial begin
	W_R_BASE = 0;
	N_R_BASE = 0;
	N_W_BASE = 0;
	internal_Nk = 0;
	internal_Nk_1 = 0;
end
always @(posedge clk) begin
	if(reset) begin
		W_R_BASE <= 0;
		N_R_BASE <= 0;
		N_W_BASE <= 0;
	end else if (read) begin
		W_R_BASE <= read_weight_base_addr;
		N_R_BASE <= read_neuro_base_addr;
		N_W_BASE <= write_neuro_base_addr;
	end
end
always @(posedge clk) begin
	if(reset) begin
		internal_Nk <= 0;
		internal_Nk_1 <= 0;
	end else if (read) begin
		internal_Nk <= Nk;
		internal_Nk_1 <= internal_Nk;
	end
end
reg [7:0] ctrWR, ctrVR, ctrVW;
assign finished = (ctrVR == internal_Nk_1 - 1) && (ctrVW == internal_Nk - 1);
assign neuron_finished = ctrVR_Overflow;
wire [7:0] next_ctrVR, next_ctrVW;
wire ctrVR_Overflow;
assign ctrVR_Overflow = ctrVR == internal_Nk_1 - 1;
assign next_ctrVR = (ctrVR_Overflow) ? 0 : ctrVR + 1;
assign next_ctrVW = (ctrVR_Overflow) ? ctrVW + 1 : ctrVW;
always @(posedge clk) begin
	if(reset || read) begin
		ctrWR <= 0;
		ctrVR <= 0;
		ctrVW <= 0;
	end else begin
		ctrWR <= ctrWR + 1;
		ctrVR <= next_ctrVR;
		ctrVW <= next_ctrVW;
	end
end
assign weight_read_addr = W_R_BASE + ctrWR;
assign neuro_read_addr = N_R_BASE + ctrVR;
assign neuro_write_addr = N_W_BASE + ctrVW;
endmodule
`timescale 1ns / 1ps
module ControlUnit(
input clk, reset, forget,
output AG_rst, AG_read, ALU_rst
);
parameter
	STATE_RESET_0 = 0,
	STATE_RESET_1 = 1,
	STATE_RESET_2 = 2,
	STATE_CALCULATE = 3;
parameter
	EVENT_CLK = 0,
	EVENT_RESET = 1,
	EVENT_FORGET = 2;
parameter
	OUT_DEFAULT = 3'b101,
	OUT_AG_RST = 3'b100,
	OUT_AG_READ = 3'b010,
	OUT_ALU_RST = 3'b001;
reg [7:0] state, next_state;
reg [2:0] out, next_out;
assign {AG_rst, AG_read, ALU_rst} = out;
initial begin
	state = STATE_RESET_0;
	out = 3'b111;
end
always @(posedge clk) begin
	state <= next_state;
	out <= next_out;
end
always @(*) begin
	case(state)
		STATE_RESET_0: next_state = (reset) ? STATE_RESET_0 : STATE_RESET_1;
		STATE_RESET_1: next_state = (reset) ? STATE_RESET_0 : STATE_RESET_2;
		STATE_RESET_2: next_state = (reset) ? STATE_RESET_0 : STATE_CALCULATE;
		STATE_CALCULATE: next_state = (reset)  ? STATE_RESET_0 :
												(forget) ? STATE_RESET_2 : STATE_CALCULATE;
		default: next_state = STATE_RESET_0;
	endcase
end
always @(*) begin
	case(state)
		STATE_RESET_0: next_out = (reset) ? OUT_DEFAULT : (OUT_AG_READ | OUT_ALU_RST);
		STATE_RESET_1: next_out = (reset) ? OUT_DEFAULT : (OUT_AG_READ | OUT_ALU_RST);
		STATE_RESET_2: next_out = (reset) ? OUT_DEFAULT : 0;
		STATE_CALCULATE: next_out = (reset)  ? OUT_DEFAULT :
											 (forget) ? OUT_AG_READ : 0;
		default: next_out = OUT_DEFAULT;
	endcase
end
endmodule
`timescale 1ns / 1ps
module Instruction_RAM(
	input [7:0] address,
	input enable,
	output [7:0] data
);
reg [7:0] mem [127:0];
initial begin
	mem[0] = 2;
	mem[1] = 2;
	mem[2] = 3;
	mem[3] = 3;
end
assign data = enable ? mem[address] : 8'bzzzzzzzz;
endmodule
`timescale 1ns / 1ps
module MAC_Core(
	input [7:0] weight, in,
	input oe, reset, clk, forget,
	output [7:0] out
);
reg [7:0] accumulator, internal_weight, internal_value;
wire [7:0] accumulator_next;
wire	[7:0] accumulator_state;
reg reset_1;
always @(posedge clk) reset_1 <= reset;
wire buffered_reset = reset || reset_1;
initial begin
	accumulator = 0;
	internal_weight <= 0;
	internal_value <= 0;
end
always @(posedge clk) begin
	if(reset) begin
		internal_weight <= 0;
		internal_value <= 0;
	end else begin
		internal_weight <= weight;
		internal_value <= in;
	end
end
always @(posedge clk) begin
	if(reset)
		accumulator <= 0;
	else
		accumulator <= accumulator_next;
end
assign accumulator_state = (buffered_reset || forget) ? 8'b0000000 : accumulator;
assign accumulator_next = accumulator_state + internal_weight * internal_value;
assign out = (oe && !reset) ? accumulator : 8'bzzzzzzzz;
endmodule
`timescale 1ns / 1ps
module NeuralAccelerator(
	input clk,
	input reset,
	output [7:0] out
);
wire [7:0] 	neuro_write_address,
				neuro_read_address,
				weight_read_address,
				weight,
				value;
reg [7:0]   neuro_read_base,
				neuro_write_base,
				weight_read_base,
				instruction_pointer;
wire forget;
wire [7:0] Nk;
initial begin
	neuro_read_base = 0;
	neuro_write_base = 0;
	weight_read_base = 0;
	instruction_pointer = 0;
	finished_1 = 0;
	finished_2 = 0;
end
wire finished, neuron_finished;
wire next_ip;
assign next_ip = (finished_2) ? instruction_pointer + 1 : instruction_pointer;
always @(posedge clk) instruction_pointer <= next_ip;
reg finished_1, finished_2;
always @(posedge clk) begin
	finished_1 <= finished;
	finished_2 <= finished_1;
end
reg neuron_finished_1, neuron_finished_2;
always @(posedge clk) begin
	neuron_finished_1 <= neuron_finished;
	neuron_finished_2 <= neuron_finished_1;
end
assign forget = neuron_finished_2;
wire AG_rst, AG_read, ALU_rst;
ControlUnit CU(
	.clk(clk),
	.reset(reset),
	.forget(finished_2),
	.AG_rst(AG_rst),
	.AG_read(AG_read),
	.ALU_rst(ALU_rst)
);
Instruction_RAM Instruction_RAM_instance(
	.address(instruction_pointer),
	.data(Nk),
	.enable(1'b1)
);
AddressGenerator AddressGenerator_instance(
	.clk(clk),
	.reset(AG_rst),
	.read(AG_read),
	.Nk(Nk),
	.neuron_finished(neuron_finished),
	.read_weight_base_addr(weight_read_base),
	.read_neuro_base_addr(neuro_read_base),
	.write_neuro_base_addr(neuro_write_base),
	.finished(finished),
	.neuro_write_addr(neuro_write_address),
	.neuro_read_addr(neuro_read_address),
	.weight_read_addr(weight_read_address)
);
Weight_ROM Weight_ROM_instance(
	.address(weight_read_address),
	.data(weight),
	.enable(1'b1)
);
Neuron_DP_RAM Neuron_DP_RAM_instance(
	.read_address(neuro_read_address), 
	.write_address(neuro_write_address), 
	.write_data(out), 
	.oe(1'b1), 
	.wre(1'b0),
	.clk(clk),
	.read_data(value)
);
MAC_Core ALU (
	.weight(weight),
	.in(value),
	.oe(1'b1),
	.reset(ALU_rst),
	.clk(clk),
	.forget(forget),
	.out(out)
);
endmodule
`timescale 1ns / 1ps
module Neuron_DP_RAM(
	input [7:0] read_address, write_address, write_data,
	input oe, wre, clk,
	output [7:0] read_data
);
reg [7:0] mem [127:0];
initial begin
	mem[0] = 10;
	mem[1] = 10;
	mem[2] = 11;
	mem[3] = 11;
	mem[4] = 2;
	mem[5] = 3;
	mem[6] = 2;
	mem[7] = 3;
end
assign read_data = oe ? mem[read_address] : 8'bzzzzzzzz;
always @(posedge clk) begin
	if(wre)
		mem[write_address] <= write_data;
end
endmodule
`timescale 1ns / 1ps
module Weight_ROM(
	input [7:0] address,
	input enable,
	output [7:0] data
);
reg [7:0] mem [127:0];
initial begin
	mem[0] = 1;
	mem[1] = 3;
	mem[2] = 2;
	mem[3] = 5;
	mem[4] = 6;
	mem[5] = 5;
	mem[6] = 5;
	mem[7] = 2;
	mem[8] = 1;
	mem[9] = 3;
	mem[10] = 2;
	mem[11] = 5;
	mem[12] = 6;
	mem[13] = 5;
	mem[14] = 5;
	mem[15] = 2;
	mem[16] = 1;
	mem[17] = 3;
	mem[18] = 2;
	mem[19] = 5;
	mem[20] = 6;
	mem[21] = 5;
	mem[22] = 5;
	mem[23] = 2;
	mem[24] = 1;
	mem[25] = 3;
	mem[26] = 2;
	mem[27] = 5;
	mem[28] = 6;
	mem[29] = 5;
	mem[30] = 5;
	mem[31] = 2;
end
assign data = enable ? mem[address] : 8'bzzzzzzzz;
endmodule
$ cat flow/run.sh
#!/bin/bash
# OpenROAD 26Q1-2900-gdf79404cd8, Yosys 0.63+post, stock flow scripts
make -C /OpenROAD-flow-scripts/flow DESIGN_CONFIG=/design/flow/config.mk WORK_HOME=/design/flow/orfs finish
$ cat flow/config.mk
export PLATFORM = sky130hd
export DESIGN_NAME = NeuralAccelerator
export DESIGN_NICKNAME = NeuralAccelerator
export VERILOG_FILES = /design/flow/design.v
export SDC_FILE = /design/flow/constraint.sdc
export NUM_CORES = 4
export LEC_CHECK = 1
export CORE_UTILIZATION = 30
$ cat flow/constraint.sdc
current_design NeuralAccelerator

set clk_period 4.3
set clk_io_pct 0.2

create_clock -name clk0 -period $clk_period [get_ports {clk}]

set non_clock_inputs [all_inputs -no_clocks]
set_input_delay [expr $clk_period * $clk_io_pct] -clock clk0 $non_clock_inputs
set_output_delay [expr $clk_period * $clk_io_pct] -clock clk0 [all_outputs]
==> run summary <==
The run has ended; figures from its reports follow.

The number of global-route vias before repair came out at between 1,000 and 1,500. Yosys printed 11 warnings. In this run the tools logged warnings totalling 27. After synthesis, the mean cell area works out to 9.79 um2. The count of input and output buffers came out at 9. The worst path needs roughly 3.9 ns of the cycle, external delays included.

The iteration tally of the first detailed-router pass is 20. The insertion delay at the late pin of the worst-skew pair came out at 0.29 ns. The share of synthesized cell area in full adder, half adder and majority cells is between 10% and 20%. The effective utilization at floorplan came out at 31.7%. The H-tree generated during clock tree synthesis spans 2 levels. The maximum number of pins on one net before global-route repair came out at 17. The routed wire length per instance came out at slightly below 10 um. Clock skew on the completed layout was measured at 0.00367 ns. The total half-perimeter wirelength after legalization and detailed placement came out at 2170 um. Clock tree synthesis selected as its root buffer the cell clkbuf_8.

TritonCTS built the clock tree. The flow ran to the end, and the final reports show no timing, DRC or antenna violations. The max-slew violation total from the final report is 0. The sum of internal, switching and leakage power is 0.791 mW. The die footprint came out at slightly above 7000 um2. For the worst setup path, the data required time is 4.53 ns. The synth_stat.txt file lists the number of cells as approximately 210. The final report lists a non-filler cell total of roughly 300. The first-pass GRT wire length came out at 5210 um.

The hold violation total from the final report is 0. In this run the tightest slew margin relative to its limit is 52.4%. Including well taps, the total number of placed cells is 291. The area growth from synthesis to layout came out at 13.9%. The path class of the tightest hold or removal check is reg2reg. The data arrival time reported for the critical path is 4.11 ns.

The total number of placement rows came out at 29. The routed layout has 1,326 vias. The final-report setup violation count came out at 0.

The worst flop-to-flop path startpoint is CU.out[0]. The post-CTS setup buffer count is 0. The distinct cell type count of the synthesized netlist came out at 32. After synthesis, the chip area reported by Yosys is 2060 um2. The reported leakage power is 1.05 nW.

The final layout reports a setup TNS of 0 ns. The largest area contributor in the netlist is dfxtp_1. The share of the clock period used by the worst path after layout is 90.2%. In the synthesized netlist, mux cells make up 1.46% of the area.

The worst hold path startpoint is finished_1. Once iteration 0 of detailed routing completed, the report listed approximately 41 DRC markers. The synthesized-area fraction occupied by ao, oa, aoi and oai cells came out at under 10%. Logic depth along the worst register-to-register path is recorded as 13. The horizontal die size came out at 84.8 um. Wires add up to 2940 um.

Per the final layout report, the fraction of cells sized above drive strength 1 comes to approximately 5.0%. The count of boundary I/O pins came out at 10. The worst-case IR drop observed on VDD is about 0.17 mV. Total global-route track usage over all layers is 8.90%. The critical path starts at CU.out[0]. The area fraction of the dominant cell type after synthesis is 43.8%. The initial antenna violation count came out at 0.

The final global-route overflow total is 0. The hold-critical path depth came out at 0. Setup repair after global routing left no endpoint under its margin.

The number of vias per cell after detailed routing is between 4 and 5. Per the post-synthesis report, the number of cells in the design is between 200 and 250. By area, the combinational part of the netlist is dominated by simple AND/OR/NAND/NOR gates. The slew at the pin closest to its max-slew limit came out at ~0.7 ns. After synthesis the cells add up to between 2000 and 2500 um2. The report puts the hold buffer count at CTS at 0. The number of instances resized during post-cts repair came out at 0. Counting only logic cells after layout, the most numerous master is dfxtp_1. The critical path is of the reg2reg type. In the layout the commonest cells are 45 x dfxtp_1, 27 x nor2_1, 21 x ha_1, 15 x inv_1, 13 x and2_1. The worst setup path is launched from a flop. The xor and xnor area share after synthesis came out at 5.78%.

The power per cell area is 338 nW/um2. After detailed routing, the number of remaining DRC violations is 0. The die height is 84.8 um. The sequential fraction of the synthesis area is 43.8%.

Fill cells in the final layout number 636. The maximum net fanout on the critical path is 16. The number of antenna diodes came out at 0. The register clock-pin slew on the reported worst setup and hold paths is about 0.080 ns. The congestion estimate from routability-driven global placement came to 0.788. The number of buffers on the longest clock path came out at 2. The register bit total from synthesis came out at 45. The maximum achievable frequency is 0.258 GHz. The worst setup path is captured at a flop. The number of nets with antenna violations after detailed routing came out at 0. The synthesized netlist devotes 22.5% of its cell area to simple gates. In this run, CTS created clock tree buffers numbering 5.

The total clock sinks came out at 45. The floorplan step defined a core boundary enclosing 6490 um2. The number of maximum-capacitance violations is 0. The main area contributors are dfxtp_1 44%, ha_1 13%, nor2_1 4.9%.
-- flip-flops by register name (all words and copies together) (netlist names), 2 cells and up --
register / cells
ALU.accumulator: 8
AddressGenerator_instance.ctrWR: 3
AddressGenerator_instance.ctrVR: 8
AddressGenerator_instance.ctrVW: 8
ALU.internal_value: 3
CU.out: 3
CU.state: 2
ALU.internal_weight: 3
-- synth_stat cells, drive strengths merged --
| cell type | n |
|---|---|
| a211oi | 1 |
| or4 | 1 |
| nand4 | 2 |
| o21ai | 4 |
| mux2i | 3 |
| buf | 1 |
| xor2 | 9 |
| dfxtp | 45 |
| and2 | 13 |
| or3 | 4 |
| nor4b | 1 |
| nor3b | 1 |
| a21oi | 11 |
| and3 | 4 |
| inv | 15 |
| nand2b | 5 |
| nor4 | 1 |
| nor2b | 7 |
| ha | 21 |
| o31ai | 1 |
| xnor2 | 2 |
| fa | 5 |
| clkbuf | 4 |
| or2 | 1 |
| nor2 | 27 |
| nor3 | 1 |
| nand2 | 8 |
| a21o | 2 |
| xnor3 | 1 |
| nand3 | 9 |
-- stage by stage --
stage	utilization (%)	hold WS (ns)	area, um2	worst slack (ns)
final	36.1	0.332	2340	0.420
after global routing	36.1	0.341	2340	0.0180
after global placement	34.2	0.310	2220	0.535
after floorplan	-	0.310	2060	0.981
after detailed placement	34.2	0.312	2220	0.402
after CTS	36.1	0.332	2340	0.366
-- final timing paths --
path,slack (ns),endpoint
worst max register to register,0.42,ALU.accumulator[7]
worst min-delay path,0.33,finished_2
worst max-delay path,0.42,ALU.accumulator[7]
worst min register to register,0.33,finished_2
-- cell families (layout without fill, tap and decap cells) --
group | count (synthesis) | in the layout
AOI/OAI and AO/OA | 19 | 19
xor gates and xnor gates | 12 | 12
adders and majority gates | 26 | 26
buffers and inverters | 20 | 32
DFF | 45 | 45
muxes | 3 | 3
and+or+nand+nor | 85 | 85
-- power by group --
part | switching [mW] | internal, mW | leakage, nW
registers | 0.0119 | 0.428 | 0.366
logic | 0.0130 | 0.0107 | 0.629
clock network | 0.139 | 0.189 | 0.0574
-- layer usage --
| metal | vias up | routed length, um | GRT usage [%] |
|---|---|---|---|
| met5 | - | 0 | 0 |
| met4 | 0 | 26 | 1.08 |
| met3 | 5 | 104 | 2.39 |
| met2 | 18 | 1230 | 13.1 |
| met1 | 586 | 1580 | 13.9 |
| li1 | 717 | - | - |
-- critical path, stage by stage (launching register included) --
cell and delay, ns:
dfxtp_1 0.49, nor3_1 0.67, nand2_1 0.15, fa_1 0.38
inv_1 0.06, ha_1 0.22, ha_1 0.29, ha_1 0.27
ha_1 0.23, fa_1 0.40, a21o_1 0.19, a21oi_1 0.16
xnor3_1 0.22, nor2_1 0.08
-- cell type report --
type / count / area, um2 / share of cell area, %
well taps: 77 / 96.3 / 4.11
multi-input cells: 145 / 1080 / 46.0
repair buffers: 9 / 90.1 / 3.85
flip-flops and latches: 45 / 901 / 38.5
inverters: 15 / 56.3 / 2.40
clock buffers: 6 / 82.6 / 3.53
clock inverters: 2 / 37.5 / 1.60
No activity file was given, so power comes from the tool's default toggle rates.
