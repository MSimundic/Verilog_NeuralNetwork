==> /design/flow/config.mk <==
export PLATFORM = sky130hd
export DESIGN_NAME = UART_TX
export DESIGN_NICKNAME = UART_TX
export VERILOG_FILES = /design/flow/design.v
export SDC_FILE = /design/flow/constraint.sdc
export NUM_CORES = 4
export LEC_CHECK = 1
export CORE_AREA = 10 10 105 105
export DIE_AREA = 0 0 115 115
==> /design/flow/constraint.sdc <==
current_design UART_TX

set clk_period 3.1
set clk_io_pct 0.2

create_clock -name clk0 -period $clk_period [get_ports {clk}]

set non_clock_inputs [all_inputs -no_clocks]
set_input_delay [expr $clk_period * $clk_io_pct] -clock clk0 $non_clock_inputs
set_output_delay [expr $clk_period * $clk_io_pct] -clock clk0 [all_outputs]
==> /design/flow/run.sh <==
#!/bin/bash
# OpenROAD 26Q1-2900-gdf79404cd8, Yosys 0.63+post, stock flow scripts
make -C /OpenROAD-flow-scripts/flow DESIGN_CONFIG=/design/flow/config.mk WORK_HOME=/design/flow/orfs finish
==> /design/flow/design.v <==
`timescale 1ns / 1ps
module UART_TX(
	input clk, enable,
	input [7:0] data_in,
	output reg tx, done, test,
	output reg [1:0] test_state
	);
	parameter state_idle = 2'b00;
	parameter state_start = 2'b01;
	parameter state_data = 2'b10;
	parameter state_stop = 2'b11;
	parameter clk_per_bit = 32;  
	reg [7:0] clk_count;
	reg [2:0] index;
	reg [7:0] data_temp;
	reg [1:0] state; 
	initial begin
		done <= 0;
		tx <= 1;
		test <= 0;
		state <= state_idle;
	end 
	always@(posedge clk) begin 
		case(state)
			state_idle: begin
				tx <= 1;
				done <= 0;
				clk_count <= 0;
				index <= 0;
				if(enable) begin
					data_temp <= data_in;
					state <= state_start; 
				end
				else
					state <= state_idle;
			end
			state_start: begin
				tx <= 0;
				if(clk_count <= clk_per_bit - 1) begin
					clk_count <= clk_count + 1;
				end
				else begin
					clk_count <= 0;
					state <= state_data;
				end
			end
			state_data: begin
				tx <= data_temp[index];
				if(clk_count < clk_per_bit - 1) begin
					clk_count <= clk_count + 1;
					state <= state_data;
				end
				else begin
					clk_count <= 0;
					if(index < 7) begin
						index <= index + 1;
						state <= state_data;
					end
					else begin
						index <= 0;
						state <= state_stop;
					end
				end
			end
			state_stop: begin
				tx <= 1;
				if (clk_count < clk_per_bit - 1) begin
					clk_count <= clk_count + 1;
					state <= state_stop;
				end
				else begin
					done <= 1;
					clk_count <= 0;
					state <= state_idle;
				end
			end
			default: begin
				state <= state_idle;
				index <= 0;
				clk_count <= 0;
				tx <= 1;
			end
		endcase
	end
	always@(posedge clk) begin
		test_state <= state;
	end
endmodule
==> results.txt <==
Flow results.

- The synthesized design contains 14 enable-type register cells.
- The leakage component of the power was reported as 0.491 nW.
- In this run, CTS created clock tree buffers numbering 3.
- The I/O pin count is 15.
- The highest-delay cell along the critical path is sky130_fd_sc_hd__clkdlybuf4s50_1.
- The average instance in the mapped netlist occupies 12.0 µm².
- The proportion of total power due to net switching is 0.330.
- The via count of the first global-routing pass is 665.
- The worst setup path is launched from a register.
- In the setup report, the worst path falls into the class register to primary output.
- Per the post-synthesis report, the number of cells in the design is 92.
- The first global-routing pass estimated 3130 µm of wire.
- For this design the total switching power over the nets is 0.000368 W.
- Subtracting the final worst setup slack from the clock period gives 1710 ps.
- The clock passes through at most 2 buffers.
- The die is 115 µm wide.
- TritonCTS built the clock tree.
- The netlist area before placement is 0.00110 mm².
- The count of input and output buffers is 13.
- The achievable clock frequency is 586 MHz.
- The tree built by TritonCTS fans out to 25 sinks.
- The share of total power dissipated in sequential elements is 0.490.
- The number of max-slew violations in the final report is 0.
- Once placement finished, the instance area stood at 0.00136 mm².
- The report lists the power per cell area as 794 mW/mm².
- The power report attributes to the clock group a share of 0.167.
- Per the detail_route log, met3 wirelength is 66 µm.
- The number of endpoints with negative hold slack in the final report is 0.
- Relative to the synthesized area, the layout overhead comes to 27.1%.
- The chip footprint is 0.0132 mm².
- The buffers plus inverters on the worst setup path is 1.
- The number of antenna diodes in the final layout is 0.
- Wire segments on met2 add up to 691 µm in the final route.
- The data required time of the critical path is 2480 ps.
- Summed over all layers, the routed wires come to 1840 µm.
- The count of tool warnings is 29.
- Of the total power, combinational logic draws 0.343.
- The chip area line in the Yosys stat output reads 0.00110 mm².
- The leading register cell type out of synthesis is sky130_fd_sc_hd__edfxtp_1.
- Looking at the critical path, the highest net fanout was 1.
- The insertion delay of the later-clocked pin in the worst-skew pair is 260 ps.
- For the worst setup path, the data arrival time is 1090 ps.
- The post-route report lists met1 wire length as 1020 µm.
- The setup skew after layout is 5.21 ps.
- Setup repair after global routing left no endpoint under its margin.
- The internal portion of the total power is 0.000747 W.
- Entering global routing, the biggest net connects 15 pins.
- Once detail routing completed, the nets flagged for antenna violations numbered 0.
- The H-tree level count is 1.
- Per Yosys stat, the portion of area used by sequential elements is 0.580.
- The per-cell routed wire length is 8.50 µm.
- In this run, post-CTS hold repair placed 0 buffers.
- The HPWL after detailed placement is 1460 µm.
- The initial standard-cell utilization of the core is 0.126.
- The number of detailed-route iterations in the first pass is 2.
- For this block, the initial DRC count from the detailed router was 47.
- Across the run, the number of max-cap violations was 0.
- The final RePlAce weighted congestion is 0.751.
- The highest metal layer carrying signal wires in the routed design is met4.
- For this run, the share of the core covered by cells in the final layout is 0.160.
- The final period utilization is 0.550.
- For this run the aggregate overflow at the end of global routing stands at 0.
- The cell family contributing the most delay on the critical path is buffers and inverters.
- The count of buffers added by post-CTS timing repair for setup is 0.
- The number of gates resized after CTS is 0.
- Yosys mapped the design onto 30 distinct sky130hd cell types.
- Per STA, the worst path is made up of clkdlybuf4s50_1.
- The analysis reports a worst IR drop on VDD of 0.000229 V.
- The flow ran to the end, and the final reports show no timing, DRC or antenna violations.
- The clock transition at the registers of the reported paths is 80 ps.
- The tightest hold path in the finished design has a slack of 454 ps.
- The classification of the worst-slack hold path is register to register.
- The post-synthesis register bit count is 25.
- The number of antenna violations at the first check in global routing is 0.
- For this design, Yosys synthesis ends with a cell count of 92.
- The biggest cell delay along the critical path is 480 ps.
- The tally of yosys warning messages is 1.
- The number of core rows is 34.
- The routed layout has 682 vias.
- Per the detail_route report, vias per standard cell equal 3.16.
- The clock tree root driver cell is sky130_fd_sc_hd__clkbuf_8.
- Per the final layout report, the fraction of cells sized above drive strength 1 comes to 0.0926.
- The share of async-settable or async-resettable flops after synthesis is 0.
- The category of the worst setup path capture point is a primary output.
- The placeable core region is 0.00876 mm².
- The number of DRC violations after detailed routing is 0.
- For the completed layout, the total cell area is recorded as 0.00140 mm².
- The die outline height is 115 µm.
- The final count of negative-setup-slack endpoints is 0.
- The final layout reports a setup TNS of 0 ps.
- The tally of filler cells in the layout is 988.
- The global routing usage summed across all routing layers is 0.0278.
sequential cells by signal, indices dropped and copies added, names as in the netlist:
name / cells
clk_count: 8
data_temp: 8
index: 3
state: 2
test_state: 2
done: 1
tx: 1
path summary, 6_finish.rpt:
check | start | to | slack, ps | cells after the start
setup / recovery | done | done | 1390 | 1
hold / removal | clk_count[0] | clk_count[0] | 450 | 1
setup reg to reg | state[0] | index[1] | 1480 | 4
hold reg to reg | clk_count[0] | clk_count[0] | 450 | 1
logic make-up after synthesis:
| group | count (synthesis) | share of synthesized area |
|---|---|---|
| simple gates | 31 | 0.168 |
| flops | 25 | 0.580 |
| compound gates | 11 | 0.0634 |
| buf+inv | 9 | 0.0385 |
| fa+ha+maj | 7 | 0.0793 |
| xor+xnor | 4 | 0.0317 |
| mux | 4 | 0.0362 |
| other cells | 1 | 0.00339 |
final cells by class:
cell class              count  area, µm²  area share
multi-input cells          60        429       0.306
repair buffers             13        130      0.0927
well taps                 108        135      0.0963
inverters                   6       22.5      0.0160
flip-flops and latches     25        641       0.456
clock inverters             1       5.00     0.00357
clock buffers               3       41.3      0.0294
cells in the mapped netlist (all sizes together) (3+ instances only):
cell type	n	area share
dfxtp	11	0.20
buf	3	0.018
mux2i	4	0.036
inv	6	0.020
nor3	3	0.028
o21ai	3	0.017
a21oi	4	0.022
nand4	7	0.045
nor2b	3	0.017
nor2	10	0.034
edfxtp	14	0.38
ha	7	0.079
per-layer routing:
| layer | vias up | track usage |
|---|---|---|
| met4 | 0 | 0.00908 |
| met2 | 14 | 0.0375 |
| met5 | - | 0 |
| met3 | 2 | 0.00580 |
| met1 | 311 | 0.0429 |
| li1 | 355 | - |
cells in the final DEF (no fill, tap or decap), types with 3 or more instances in the layout:
cell type	instances
sky130_fd_sc_hd__clkdlybuf4s50_1	13
sky130_fd_sc_hd__mux2i_1	4
sky130_fd_sc_hd__inv_1	6
sky130_fd_sc_hd__nand4_1	6
sky130_fd_sc_hd__clkbuf_8	3
sky130_fd_sc_hd__conb_1	3
sky130_fd_sc_hd__edfxtp_1	14
sky130_fd_sc_hd__nor2b_1	3
sky130_fd_sc_hd__nor2_1	10
sky130_fd_sc_hd__dfxtp_1	11
sky130_fd_sc_hd__ha_1	7
sky130_fd_sc_hd__a21oi_1	3
power groups by stage:
| stage | clock network [W] | registers (W) | logic [W] |
|---|---|---|---|
| after CTS | 0.000193 | 0.000550 | 0.000390 |
| after global routing | 0.000207 | 0.000563 | 0.000441 |
| final | 0.000186 | 0.000546 | 0.000382 |
metrics by stage:
step                      cells  power, W  worst slack, ps
after floorplan              94  0.000806             1650
final                       216   0.00111             1390
after global placement      212  0.000939             1360
after detailed placement    212  0.000943             1330
after CTS                   216   0.00113             1370
after global routing        216   0.00121             1330
Power and IR drop assume default switching activity.
