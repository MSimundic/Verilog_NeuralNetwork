$ cat flow/config.mk
export PLATFORM = sky130hd
export DESIGN_NAME = UART_RX
export DESIGN_NICKNAME = UART_RX
export VERILOG_FILES = /design/flow/design.v
export SDC_FILE = /design/flow/constraint.sdc
export NUM_CORES = 4
export LEC_CHECK = 1
export CORE_AREA = 10 10 100 100
export DIE_AREA = 0 0 110 110
$ cat flow/constraint.sdc
current_design UART_RX

set clk_period 2.9
set clk_io_pct 0.2

create_clock -name clk0 -period $clk_period [get_ports {clk}]

set non_clock_inputs [all_inputs -no_clocks]
set_input_delay [expr $clk_period * $clk_io_pct] -clock clk0 $non_clock_inputs
set_output_delay [expr $clk_period * $clk_io_pct] -clock clk0 [all_outputs]
$ cat flow/design.v
`timescale 1ns / 1ps
module UART_RX(
	input clk, rx, enable,
	output reg [7:0] data_out,
	output reg done, test,
	output reg [1:0] test_state
	);
	parameter state_idle = 2'b00;
	parameter state_start = 2'b01;
	parameter state_data = 2'b10;
	parameter state_stop = 2'b11;
	parameter clk_per_bit = 32;  
	reg [7:0] clk_count;
	reg [2:0] index;
	reg [7:0] data_temp;
	reg [1:0] state;
	initial begin
		done <= 0;
		data_out <= 0;
		test <= 0;
		state <= state_idle;
	end
	always@(posedge clk) begin 
		case(state)
			state_idle: begin
				clk_count <= 0;
				index <= 0;
				done <= 0;			
				if (rx == 0) begin
					state <= state_start;
				end
				else begin 
					state <= state_idle; 		
				end
			end
			state_start: begin
				if(clk_count == (clk_per_bit-1)/2) begin
					if(rx == 0) begin
						clk_count <= 0;
						state <= state_data;  
					end
					else begin
						state <= state_idle;
					end
				end
				else begin
					clk_count <= clk_count + 1;
					state <= state_start;
				end
			end
			state_data: begin
				if(clk_count < clk_per_bit - 1) begin
					clk_count <= clk_count + 1;
					state <= state_data;
				end
				else begin
					clk_count <= 0;
					data_temp[index] <= rx;
					if(index == 7) begin
						index <= 0;
						state <= state_stop;
					end
					else begin
						index <= index + 1;
						state <= state_data; 
					end
				end
			end
			state_stop: begin
				if(clk_count < clk_per_bit - 1) begin
					clk_count <= clk_count + 1;
					state <= state_stop;
				end
				else begin
					done <= 1;
					clk_count <= 0;
					state <= state_idle;
				end
			end
			default: begin
				state <= state_idle;
				index <= 0;
				clk_count <= 0;
			end
		endcase
	end
	always@(posedge clk) begin
		test_state <= state;
	end
	always@(posedge clk) begin
		if(done)
			data_out <= data_temp; 
	end
endmodule
$ cat flow/run.sh
#!/bin/bash
# OpenROAD 26Q1-2900-gdf79404cd8, Yosys 0.63+post, stock flow scripts
make -C /OpenROAD-flow-scripts/flow DESIGN_CONFIG=/design/flow/config.mk WORK_HOME=/design/flow/orfs finish
==> design notes <==
The synth_stat.txt file lists the number of cells as 120. The final max-slew violation count recorded for this run is 0. For the worst ir drop on vdd, the log shows 277.1 uV. After routing, the total negative slack on setup checks comes to 0 ns.

The cell taking the most area after synthesis is sky130_fd_sc_hd__edfxtp_1. The final critical delay including setup and external delays is 2.044 ns. The fraction of layout instances using a drive strength above 1 is 0.1014. The detailed router finished its first iteration with 43 violations. According to the floorplan report, the placeable core area is 7807 sq um. The run gives 5 for the number of buffers inserted during clock tree synthesis. The tools report the clock insertion delay at the later pin of the skew report as 0.28 ns. The flow reports an fmax of 0.4892 GHz. For reference, the clock transition at the flip-flops on the worst setup and hold paths is 0.07 ns. The internal power of the cells totals 0.9178 mW.

The number of global-route vias before repair is 939. For this design the top-level I/O count stands at 15. The relative max-transition margin is 0.5533. The port buffer count is 12, and the share of power burned in registers is 0.505. The report counts max-capacitance violations totalling 0. The run gives 0 for the number of hold buffers added after cts. At the pin with the least slew margin, the transition time is 0.6676 ns. The most common cell in the netlist is sky130_fd_sc_hd__edfxtp_1. The run gives 962 for the vias after detailed routing.

The run gives 0.1939 as the share of the core filled by cells before placement. The clock passes through at most 2 buffers. Summing all placed instances gives a cell area of 1750 sq um.

The post-synthesis sequential element count is 32, and the power density relative to cell area is 657.2 nW/um^2. The clock H-tree reported by CTS has 2 levels. The run gives 28 for the post-synth tally of flip-flops with integrated enable. The run finished with clean final reports. The fraction of power spent switching nets is 0.2484. For the worst flop-to-flop path, the logic depth is 5. Setup violations remaining at the end of the flow were counted as 0. The clock net in this run drives a total of 32 sinks. The total non-filler cell area in the finished layout was 1858 sq um; the remaining number of nets flagged by the antenna check after routing was 0.

The via density per instance came out at 4.008. The critical path capture point was data_temp[4]. Looking at the clock tree report, the root buffer type is sky130_fd_sc_hd__clkbuf_8. The most critical setup path has its startpoint at index[0].

The run gives 0 for the final tally of hold violations. The clock group share of total power was 0.335. The number of antenna diodes is 0. TritonCTS built the clock tree. The run gives 0.04501 as the global router's overall resource usage.

Setup repair after global routing left no endpoint under its margin. By count the netlist is led by sky130_fd_sc_hd__edfxtp_1 (28), sky130_fd_sc_hd__nand2_1 (9), sky130_fd_sc_hd__a21oi_1 (7), sky130_fd_sc_hd__nand3_1 (7), sky130_fd_sc_hd__ha_1 (6). Number of antenna violations at the first check in global routing: 0.

The number of standard-cell rows in the floorplan came out at 32. The run gives 120 for the instance tally after logic synthesis. The share of async-settable or async-resettable flops after synthesis was 0.

Most used flip-flop cell after synthesis: sky130_fd_sc_hd__edfxtp_1. The element type at the critical path end was a register. The data required time of the critical path came out at 2.93 ns. The area fraction of the dominant cell type after synthesis is 0.5554, and the number of gates given a new drive strength after cts is 0.

In the placement report, post-DP HPWL is listed as 1751 um. The global-route wire length before repair is 4381 um, and the portion of the post-synthesis area used by sequential elements is 0.6083. The OpenROAD warning count is 29, and the cell leakage power is 0.6257 nW. With the final clock period utilization by the worst path at 0.7048, the final hold slack is 0.4619 ns. Type of the worst min-delay path: reg2reg. For this run the aggregate overflow at the end of global routing stands at 0. Yosys mapped the design onto 37 distinct sky130hd cell types. Total chip power: 1.221 mW. The floorplan die height was 110 um; the routability congestion estimate from global placement was 0.7965. The startpoint identified for the worst register-to-register timing path is index[0]. The hold-critical path depth works out to 0. The main area contributors are sky130_fd_sc_hd__edfxtp_1 (56%), sky130_fd_sc_hd__dfxtp_1 (5.3%), sky130_fd_sc_hd__ha_1 (5.0%). The die is 110 um wide.

The logs give 0 for the remaining design rule violation count and 13 for the maximum number of pins on one net before global-route repair. Per the repair_timing log after CTS, setup buffers inserted total 0. The classification of the worst setup path was reg2reg. The end of the worst register-to-register path was data_temp[4]. Synthesized area: 1514 sq um. The total of warnings raised by yosys is 1, and the worst-case register-to-register setup slack is 0.86 ns. The layout overhead on the synthesized area works out to 22.73%.

The worst setup path is launched from a register. The average detailed-routed wire length per instance was 10.25 um. For the area of the chip, the log shows 12,100 sq um.

The mean instance size in the synthesized netlist works out to 12.62 sq um. The run gives 0.159 as the combinational share of power. Per the detailed-route log, wirelength across all metal layers totals 2459 um.

Post-synthesis, Yosys gives the total cell area as 1514 sq um. The analysis attributes to net switching a power of 0.3034 mW. The first-pass iteration count of the detailed router was 4. For the worst setup path, the data arrival time is 2.08 ns.

The final core utilization was 0.2380; the clock tree skew after final layout was 0.004568 ns. The maximum fanout count along the critical path came out at 9.
-- worst min path at each step --
stage	startpoint	end	slack, ns
4_1_cts	data_temp[0]	data_out[0]	0.47
5_1_grt	data_temp[2]	data_out[2]	0.48
6_report	data_temp[1]	data_out[1]	0.46
-- layer usage --
| metal | up-vias | global-route usage | wire (um) |
|---|---|---|---|
| li1 | 483 | - | - |
| met1 | 452 | 0.06257 | 1178 |
| met2 | 22 | 0.06562 | 1016 |
| met3 | 5 | 0.01821 | 229 |
| met4 | 0 | 0.009294 | 36 |
| met5 | - | 0 | 0 |
-- final cells by class --
cell class                 count  area (sq um)
multi-input combinational     81         563.0
clock inverter                 2         35.03
timing repair buffer          12         120.1
sequential                    32         920.9
inverter                       5         18.77
clock buffer                   6         72.57
tap                          102         127.6
fill                         833          5949
-- sequential cells by signal, indices dropped and copies added, names as in the netlist --
signal / cells
done: 1
clk_count: 8
test_state: 2
data_out: 8
data_temp: 8
index: 3
state: 2
-- worst max-delay path, stage by stage (launching register included) --
cell,delay [ns]
sky130_fd_sc_hd__edfxtp_1,0.51
sky130_fd_sc_hd__inv_1,0.11
sky130_fd_sc_hd__ha_1,0.26
sky130_fd_sc_hd__xor2_2,0.24
sky130_fd_sc_hd__nor4_1,0.32
sky130_fd_sc_hd__mux2_2,0.37
-- cell families (layout without fill, tap and decap cells) --
| logic type | count (synthesis) | in the layout | synth area share |
|---|---|---|---|
| other | 1 | 1 | 0.002477 |
| AND-OR/OR-AND | 23 | 23 | 0.1124 |
| multiplexers | 2 | 2 | 0.01487 |
| buffers and inverters | 7 | 25 | 0.01984 |
| adder cells (fa/ha/maj) | 6 | 6 | 0.04959 |
| flip-flops | 32 | 32 | 0.6083 |
| AND/OR/NAND/NOR | 44 | 44 | 0.1587 |
| XOR/XNOR | 5 | 5 | 0.03389 |
-- layout by cell type, fill, tap and decap left out, drive strengths merged, types with 4 or more instances in the layout --
cell	count
dfxtp	4
nor3	5
a21oi	7
inv	5
o2bb2ai	4
or3	4
o21ai	4
nand2	9
clkbuf	6
nor2	5
clkdlybuf4s50	12
nand3	8
ha	6
edfxtp	28
-- metrics by stage --
stage,instances,worst slack (ns)
CTS,240,0.8526
detailed placement,232,0.8388
floorplan,120,1.036
global placement,232,0.8477
global route,240,0.6572
finish,240,0.8560
-- power by group through the flow --
| stage | clock network, mW | logic, mW | registers (mW) |
|---|---|---|---|
| finish | 0.410 | 0.195 | 0.617 |
| CTS | 0.427 | 0.198 | 0.617 |
| global route | 0.444 | 0.227 | 0.628 |
No activity file was given, so power comes from the tool's default toggle rates.
